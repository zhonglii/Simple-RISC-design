==> flow/design.v <==
`timescale 1ns / 1ps
module ram(data, addr, ena, read, write
    );
input ena, read, write;
input [7:0] addr;
inout [7:0] data;
reg [7:0] ram[5:0];
assign data = (read&&ena)? ram[addr]:8'hzz;		 
always @(posedge write) begin					 
	ram[addr] <= data;
end
endmodule
==> flow/run.sh <==
#!/bin/bash
# OpenROAD 26Q1-2900-gdf79404cd8, Yosys 0.63+post, stock flow scripts
make -C /OpenROAD-flow-scripts/flow DESIGN_CONFIG=/design/flow/config.mk WORK_HOME=/design/flow/orfs finish
==> flow/config.mk <==
export PLATFORM = sky130hd
export DESIGN_NAME = ram
export DESIGN_NICKNAME = ram
export VERILOG_FILES = /design/flow/design.v
export SDC_FILE = /design/flow/constraint.sdc
export NUM_CORES = 4
export LEC_CHECK = 1
export CORE_UTILIZATION = 40
==> flow/constraint.sdc <==
current_design ram

set clk_period 4.0
set clk_io_pct 0.2

create_clock -name clk0 -period $clk_period [get_ports {write}]

set non_clock_inputs [all_inputs -no_clocks]
set_input_delay [expr $clk_period * $clk_io_pct] -clock clk0 $non_clock_inputs
set_output_delay [expr $clk_period * $clk_io_pct] -clock clk0 [all_outputs]
==> impl_metrics.yaml <==
# synthesis and place-and-route metrics
worst_setup_path:
  reg2reg_depth: 2
  crit_path_end_kind: "output port"
  crit_start: "addr[0]"
  r2r_slack_ns: 2.67
  start_kind: "input port"
  required_ns: 3.20
  endpoint: "data[7]"
  regToRegEndpoint: "ram[0][3]"
  critical_path.max_fanout: 33
  cp.arrival_ns: 2.44
  critPathKind: "input port to output port"
  r2r-start: "ram[2][3]"
logic_synthesis:
  ys_area_um2: 1950
  netlist_instances: 111
  yosysCellCount: 111
  synth_flop_count: 48
  synth.distinct_cells: 26
  synth_seq_share_pct: 73.9
  synth_warnings: 2
  avgSynthCellArea_um2: 17.6
  synth_area_um2: 1950
final_layout:
  final_cells: 176
  mostFrequentLayoutCell: "edfxtp_1"
  area_growth_pct: 9.88
  largestRegisters: "ram x48"
  drive_gt1_share_pct: 22.1
  post-route-util_pct: 45.7
  largest_reg_flops: 48
  largest_register: "ram"
  final_cell_mix: "edfxtp_1 (48), buf_4 (10), mux2i_1 (7), mux2_2 (7), nor3_1 (7)"
  fin_area_um2: 2140
floorplan:
  fp_util_pct: 41.5
  die_h_um: 71.8
  rows: 25
  dieArea_um2: 5160
  io_pins: 19
  core_area_um2: 4690
  die_w_um: 71.8
pwr:
  pwr_density_cell_nw_per_um2: 424
  total_power_uw: 907
  leakagePower_nw: 0.629
  ir_drop_mv: 0.286
cts:
  cts-root-buf: "clkbuf_8"
  hold_buffers: 0
  post_cts.repair.setup_buffers: 0
  htreeDepth: 2
  ctsResizeCount: 0
  cts.clk_slew.worst_paths_ns: 0.08
  clockBufferDepth: 2
  numCtsBuffers: 5
  clock-sinks: 48
  clk_latency_ns: 0.30
  cts_tree: "built"
status:
  status: "finished, final reports clean"
drt:
  viasPerCell: 5.34
  drt-total-wl_mm: 2.95
  dr.pass1.iters: 4
  ant_nets: 0
  n_antenna_cell: 0
  wire_per_inst_um: 16.8
  drc: 0
  drt_iter0_drc: 40
  vias: 940
final_timing:
  fin_ws_ns: 0.761
  period_used_pct: 81.0
  hold_viol_final: 0
  min_period_ns: 3.24
  fin_tns_setup_ns: 0
  rsz0062_at_grt: "false"
  slew_violations: 0
  fin_hold_ws_ns: 0.615
  setup_violations: 0
  max_freq_ghz: 0.309
  tightest_slew_ns: 0.640
  skew_ns: 0.00493
  relSlewSlack_pct: 57.3
place:
  globalplace.congestion: 0.785
  hpwl_mm: 1.79
  dp_cells: 168
  dp_worst_setup_slack_ns: 0.754
  dpl_cell_area_um2: 2060
  port_buffers: 3
global_routing:
  grt.total_usage_pct: 13.6
  grt_pass1_vias: 952
  antenna_found_initial: 0
  grt_pass1_wl_mm: 4.77
  grt_overflow: 0
  grt_max_degree: 34
job:
  warnings: 32
  drv_cap: 0
min_path:
  hp-class: "input port to register"
[Yosys cell counts (all sizes together)]
| cell type | number | share of area (%) |
|---|---|---|
| nor3 | 7 | 1.8 |
| a21oi | 2 | 0.51 |
| a211o | 1 | 0.45 |
| a21boi | 1 | 0.39 |
| nor3b | 3 | 1.2 |
| nand2 | 2 | 0.39 |
| o311ai | 1 | 0.45 |
| mux2 | 12 | 7.5 |
| nand3 | 2 | 0.51 |
| nor2b | 3 | 0.96 |
| a211oi | 1 | 0.39 |
| and2 | 1 | 0.32 |
| buf | 5 | 2.2 |
| a21o | 1 | 0.39 |
| nor2 | 1 | 0.19 |
| mux2i | 7 | 3.6 |
| nand3b | 1 | 0.39 |
| clkbuf | 5 | 0.96 |
| edfxtp | 48 | 74 |
| a221o | 6 | 3.1 |
| o211ai | 1 | 0.39 |
[critical path, cell delays in order]
cell             delay, ns
clkdlybuf4s50_1       0.45
buf_4                 0.37
mux2_2                0.38
a221o_1               0.42
[worst min-delay path by stage]
stage                        to  slack (ns)    start  cells after the start
after CTS             ram[5][1]        0.61  data[1]                      0
after global routing  ram[0][1]        0.60  data[1]                      0
final                 ram[4][1]        0.62  data[1]                      0
[metal layers]
metal  vias up  part of all wire (%)  GRT usage [%]  wire [µm]
met5         -                     0              0          0
met3         7                   8.1           7.28        238
met1       446                    43           20.1       1280
li1        455                     -              -          -
met2        32                    47           20.0       1380
met4         0                   1.7           1.96         51
[power breakdown]
group          internal, mW  switching (mW)
Sequential            0.570         0.00431
Clock                 0.119           0.144
Combinational        0.0294          0.0408
[area by class of cell]
class | count | area [µm²]
timing repair buffer | 13 | 105
tap | 54 | 67.6
sequential | 48 | 1440
clock inverter | 3 | 13.8
multi-input combinational | 53 | 445
clock buffer | 5 | 68.8
fill | 409 | 2550
[kinds of logic after synthesis]
kind of cell / after synthesis / synth area share, %
flip-flops: 48 / 73.9
multiplexers: 19 / 11.1
AND-OR/OR-AND: 14 / 6.03
buffers and inverters: 10 / 3.21
AND/OR/NAND/NOR: 20 / 5.71
Power and IR drop assume default switching activity.
