[design/flow/run.sh]
#!/bin/bash
# OpenROAD 26Q1-2900-gdf79404cd8, Yosys 0.63+post, stock flow scripts
make -C /OpenROAD-flow-scripts/flow DESIGN_CONFIG=/design/flow/config.mk WORK_HOME=/design/flow/orfs finish
[design/flow/config.mk]
export PLATFORM = sky130hd
export DESIGN_NAME = rom
export DESIGN_NICKNAME = rom
export VERILOG_FILES = /design/flow/design.v
export SDC_FILE = /design/flow/constraint.sdc
export NUM_CORES = 4
export LEC_CHECK = 1
export CORE_AREA = 10 10 70 70
export DIE_AREA = 0 0 80 80
[design/flow/constraint.sdc]
current_design rom

set clk_period 1.5
set clk_io_pct 0.2

create_clock -name clk0 -period $clk_period

set non_clock_inputs [all_inputs -no_clocks]
set_input_delay [expr $clk_period * $clk_io_pct] -clock clk0 $non_clock_inputs
set_output_delay [expr $clk_period * $clk_io_pct] -clock clk0 [all_outputs]
[design/flow/design.v]
`timescale 1ns / 1ps
module rom(data, addr, read, ena
    );
input read, ena;
input [7:0] addr;
output [7:0] data;
reg [7:0] memory[255:0];
assign data = (read&&ena)? memory[addr]:8'hzz;	 
initial begin
	memory[0] = 8'b000_00000;	 
	memory[1] = 8'b001_00001;	 
	memory[2] = 8'b010_00001;	 
	memory[3] = 8'b001_00010;	 
	memory[4] = 8'b010_00010;	 
	memory[5] = 8'b001_00011;	 
	memory[6] = 8'b010_00011;	 
	memory[7] = 8'b100_00001;	 
	memory[8] = 8'b101_00010;	 
	memory[9] = 8'b110_00001;	 
	memory[10] = 8'b011_00001;	 
	memory[11] = 8'b000_00001;	 
	memory[12] = 8'b010_00010;	 
	memory[13] = 8'b000_00001;	 
	memory[14] = 8'b100_00011;	 
	memory[15] = 8'b101_00010;	 
	memory[16] = 8'b110_00011;	 
	memory[17] = 8'b011_00011;	 
	memory[18] = 8'b000_00010;	 
	memory[19] = 8'b111_00000;	 
	memory[65] = 8'b001_00101;	 
	memory[66] = 8'b010_11001;	 
	memory[67] = 8'b001_10101;	 
end
endmodule
==> Changelog: implementation <==
### Metrics

- Status: finished with violations
- Failing checks: setup timing
- Boundary Pins: 18
- Vertical die size: 80 um
- Global-route wire length before repair: ~2200 um
- Die X: 80 um
- Mapped Area: about 340 sq um
- Avg WL per Cell: approximately 10 um
- Layout cells sized above 1: 65.8%
- Top cells by area, synth: ha_1, a211oi_1, a21oi_1
- Setup violators final: 5
- Worst path max stage delay: ~0.36 ns
- Chip area: 6400 sq um
- Most common logic cells in the final layout: buf_4, buf_2, ha_4, buf_6
- Fmax: 0.602 GHz
- Total Power: 0.194 mW
- RSZ-0062 raised after global routing: true
- Drt first pass iters: 4
- Tcrit/Tclk final: 111%
- Chip area in the Yosys report: between 300 and 400 sq um
- Detailed-route via count: 449
- Crit-path cells: buf_8, buf_6, ha_4, or3_4, a21oi_2, a211oi_2, buf_2
- Drt first-iter violations: 22
- Initial antenna violation count: 0
- DR vias/cell: 3.68
- Gr usage total: ~4%
- Register Area: 0 sq um
- Pins Over Slew Limit: 0
- Crit-path max FO: 3
- Synthesized area per cell: 7.54 sq um
- Max cap viols: 0
- Cell Type Count: 24
- Cells after Synth: 45
- Yosys Instances: 45
- Tool warnings: roughly 44
- DP Worst Slack: -0.931 ns
- Relative slew slack: 82.9%
- Yosys top cell by area: ha_1
- Synth top area share: 25.8%
- Nature of the critical path endpoint: primary output
- P&R area growth vs syn: 133%
- Vias in the first global route: 462
- Worst VDD drop: 45.4 uV
- Most numerous logic cell after layout: buf_4
- RePlAce Congestion: just over 0.7
- Flip-flops: 0
- # port buffers: 14
- Total Wirelength: approximately 1300 um
- Std cell rows: 21
- Setup ws final: -0.160 ns
- Area of the multi-input gates: 422 sq um
- Critical path's slowest cell: or3_4
- FP Util: 9.93%
- Synth warn: 2
- Power per standard cell area: 246 nW/um^2
- Crit Path Class: primary input to primary output
- GRT overflow: 0
- Post-detail-place hpwl: 887 um
- Hold Crit Class: primary input to primary output
- CORE AREA: ~3400 sq um
- Detail Route Antenna Nets: 0
- CP required: 1.20 ns
- CP startpoint kind: primary input
- Final hold vios: 0
- Arrival @ worst endpoint: approximately 1.4 ns
- Fillcell total: 357
- Pleak: 0.338 nW
- DRC Markers: 0
- Post-synth seq share: 0%
- Diodes inserted: 0
- Clock buffers: 0
- Largest net degree at the start of global routing: 11
- Period minus WS final: 1.66 ns
- Worst-Margin Slew: 0.257 ns
Yosys cell counts:
library cell / count
a211oi_1: 3
a21o_1: 2
a21oi_1: 4
a22o_1: 1
a31o_1: 1
a32oi_1: 1
and2_1: 2
buf_2: 2
buf_6: 1
clkbuf_1: 1
ha_1: 7
inv_1: 2
mux2_2: 1
mux2i_1: 1
nand2_1: 3
nand2b_1: 2
nand3b_1: 2
nor2b_1: 2
nor3b_1: 1
o21ai_0: 1
o21bai_1: 1
o311ai_0: 1
or3_1: 2
xor2_1: 1
cell families (layout without fill, tap and decap cells):
kind of cell	after synthesis	in the layout	synth area share [%]
and+or+nand+nor	14	14	24.7
AOI/OAI and AO/OA	15	15	31.0
xor gates and xnor gates	1	1	2.58
buffers and inverters	6	37	9.59
adders and majority gates	7	7	25.8
muxes	2	2	6.27
power breakdown:
group | switching, mW | internal (mW)
logic | 0.0791 | 0.115
clock network | 0 | 0
registers | 0 | 0
through the flow:
stage                     TNS (ns)  instances  hold WS, ns  cell area, sq um  utilization, %
final                       -0.638        122        0.973               790            23.1
after global routing        -0.882        122         1.00               790            23.1
after CTS                   -0.678        121        0.973               746            21.8
after detailed placement     -6.23        111         1.75               587            17.2
after global placement       -6.25        111         1.75               587            17.2
after floorplan                  0         45        0.672               339               -
critical path, delay by kind of cell:
kind	cells	cell delay [ns]
AND/OR/NAND/NOR	1	0.36
buffers and inverters	3	0.35
AND-OR/OR-AND	2	0.21
adder cells (fa/ha/maj)	1	0.15
metal layers:
| metal | share of wire [%] | wire (um) | track usage [%] | vias up |
|---|---|---|---|---|
| li1 | - | - | - | 227 |
| met1 | 46 | 587 | 5.21 | 217 |
| met2 | 50 | 640 | 7.14 | 5 |
| met3 | 3.8 | 48 | 0.568 | 0 |
| met4 | 0 | 0 | 0 | 0 |
| met5 | 0 | 0 | 0 | - |
worst paths after layout:
kind	end	from	cells past startpoint
hold / removal	data[7]	addr[6]	3
setup / recovery	data[1]	addr[0]	7
final cells by class:
type                       count  share of cell area (%)
inverter                       2                    1.27
multi-input combinational     39                    53.4
timing repair buffer          35                    38.0
tap                           46                    7.29
repair_timing:
| action | 4_1_cts | 5_1_grt |
|---|---|---|
| setup endpoints to repair | 8 | 6 |
| pin swaps | 12 | 4 |
| setup buffers | 10 | 1 |
| gates resized | 71 | 11 |
| cloned | 0 | 0 |
| hold buffers | 0 | 0 |
No activity file was given, so power comes from the tool's default toggle rates.
