`./run.sh`:
```
#!/bin/bash
# OpenROAD 26Q1-2900-gdf79404cd8, Yosys 0.63+post, stock flow scripts
make -C /OpenROAD-flow-scripts/flow DESIGN_CONFIG=/design/flow/config.mk WORK_HOME=/design/flow/orfs finish
```
`./config.mk`:
```
export PLATFORM = sky130hd
export DESIGN_NAME = reg_32
export DESIGN_NICKNAME = reg_32
export VERILOG_FILES = /design/flow/design.v
export SDC_FILE = /design/flow/constraint.sdc
export NUM_CORES = 4
export LEC_CHECK = 1
export CORE_UTILIZATION = 30
```
`./design.v`:
```
`timescale 1ns / 1ps
module reg_32(in, data, write, read, addr, clk
    );
input write, read, clk;
input [7:0] in;
input [7:0] addr;
output [7:0] data;
reg [7:0] R[31:0];
wire [4:0] r_addr;
assign r_addr = addr[4:0];
assign data = (read)? R[r_addr]:8'hzz;	 
always @(posedge clk) begin				 
	if(write)	R[r_addr] <= in;
end
endmodule
```
`./constraint.sdc`:
```
current_design reg_32

set clk_period 2.3
set clk_io_pct 0.2

create_clock -name clk0 -period $clk_period [get_ports {clk}]

set non_clock_inputs [all_inputs -no_clocks]
set_input_delay [expr $clk_period * $clk_io_pct] -clock clk0 $non_clock_inputs
set_output_delay [expr $clk_period * $clk_io_pct] -clock clk0 [all_outputs]
```
==> impl_metrics.env <==
# flow metrics
export IMPL_synth_stat_cells=568
export IMPL_synth_simple_gate_area_share_pct=4.93
export IMPL_num_io_pins=27
export IMPL_detail_route_wl_per_cell_um=19.6
export IMPL_endpoint_kind="primary output"
export IMPL_final_max_slew_viol_count=0
export IMPL_ctsHtreeMaxLevel=1
export IMPL_clock_root_buffer="clkbuf_16"
export IMPL_worst_pin_slew_ns=0.549
export IMPL_core_area_mm2=0.0327
export IMPL_detailedRoute_firstIterationViolations=265
export IMPL_setup_violations_final=8
export IMPL_die_width_um=185
export IMPL_powerDensity_mw_per_mm2=738
export IMPL_synthTopLogicFamily="multiplexers"
export IMPL_residual_antenna_violating_net_count_after_detailed_routing=0
export IMPL_layout_cells_sized_above_1_pct=36.8
export IMPL_drt_first_pass_iters=4
export IMPL_timing_critical_path_from_type="primary input"
export IMPL_path_type_of_the_worst_setup_path="in -> out"
export IMPL_drt_drc_violations_left=0
export IMPL_holdPathStages=5
export IMPL_global_route_overflow_total=0
export IMPL_chipHeight_um=185
export IMPL_mappedNetlistArea_mm2=0.0100
export IMPL_max_clock_path_buffers=3
export IMPL_layout_top_registers="R: 256 flops"
export IMPL_post_syn_instances=568
export IMPL_cell_type_count=23
export IMPL_wirelength_um=23600
export IMPL_max_freq_mhz=393
export IMPL_number_of_flip_flops_under_the_largest_register_name=256
export IMPL_failed_checks="setup timing"
export IMPL_gp_congestion=0.900
export IMPL_design_die_area_mm2=0.0342
export IMPL_layout_worst_path_cycle_share_pct=111
export IMPL_worstPathRequired_ns=1.84
export IMPL_most_area_hungry_cell_type_in_the_yosys_netlist="edfxtp_1"
export IMPL_synthDominantCellAreaShare_pct=76.5
export IMPL_synth_yosys_warnings=2
export IMPL_hold_fix_buffers_cts=0
export IMPL_synthAoiAreaFrac_pct=4.05
export IMPL_ys_chip_area_mm2=0.0100
export IMPL_std_cell_rows=66
export IMPL_cap_viol_max_count=0
export IMPL_power_total_uw=10100
export IMPL_worstHoldStart="addr[2]"
export IMPL_placedCellCount=1100
export IMPL_hold_path_end="R[24][6]"
export IMPL_final_hold_violation_count=0
export IMPL_synth_seq_area_share_pct=76.5
export IMPL_gr_usage_all_layers_pct=15.0
export IMPL_antenna_found_initial=0
export IMPL_wire_length_of_the_first_global_routing_pass_um=35400
export IMPL_synth_cellmix_xorXnorShare_pct=0
export IMPL_worst_hold_path_type="in -> reg"
export IMPL_cts_num_sinks=256
export IMPL_cp_arrival_ns=2.09
export IMPL_grt_max_degree=33
export IMPL_adder_share_pct=0
export IMPL_floorplanUtilization_pct=30.7
export IMPL_io_buffers=22
export IMPL_clkSlewWorstSetupHoldPaths_ns=0.06
export IMPL_synthTopCellsByArea="edfxtp_1 (77%), mux2i_1 (13%), o22ai_1 (3.9%)"
export IMPL_setup_slack_ns=-0.245
export IMPL_mux_area_share_pct=12.8
export IMPL_number_of_vias_per_cell=4.81
export IMPL_cts_inserted_buffers=26
export IMPL_instances_no_fill=1205
export IMPL_post_dp_hpwl_um=14300
export IMPL_cp_max_fo=8
export IMPL_synth_avg_cell_area_um2=17.7
export IMPL_worst_ir_drop_vdd_mv=0.470
export IMPL_grt_pass1_vias=5970
export IMPL_vias=5795
export IMPL_power_leakage_uw=0.00486
export IMPL_clock_tree_from_tritoncts="yes"
export IMPL_grt_setup_unrepaired="yes"
export IMPL_warnings=31
export IMPL_largest_register="R"
export IMPL_num_antenna_cells=0
export IMPL_area_delta_synth_final_pct=36.4
export IMPL_outcome="complete, but fails checks"
export IMPL_synth_flop_count=256
export IMPL_time_the_final_worst_path_needs_with_i_o_delays_and_setup_ns=2.55
export IMPL_relSlewSlack_pct=63.4
-- worst max-delay path by stage --
stage | start | to | depth (start not counted)
finish | addr[2] | data[2] | 10
CTS | addr[3] | data[4] | 10
global route | addr[3] | data[7] | 12
-- Yosys cell counts --
cell,number
nand4bb_1,5
or4bb_1,1
o22ai_2,1
nand3_1,2
nor3_1,4
nand4_1,1
nor2_1,29
edfxtp_1,256
o22ai_1,63
nor4_1,16
clkbuf_1,8
or4b_1,4
clkbuf_2,1
nand4b_1,4
nand3b_1,4
buf_6,2
nand2_1,10
buf_1,2
or3b_2,3
mux2i_1,128
or3_1,1
or4_1,1
buf_2,22
-- area by class of cell --
cell class                 instances  area [um^2]
fill                            2829        19000
clock buffer                      30          687
tap                              442          553
timing repair buffer             182         1850
multi-input combinational        277         2760
sequential                       256         7690
clock inverter                    18          159
-- placed cells by master (no fill, tap or decap), types with 4 or more instances in the layout --
cell type / count
edfxtp_1: 256
mux2i_1: 121
buf_4: 113
o22ai_1: 30
nor2_1: 29
clkbuf_16: 28
buf_6: 23
o22ai_4: 18
buf_12: 17
o22ai_2: 16
nor4_2: 10
buf_2: 9
clkdlybuf4s50_1: 9
clkinv_1: 8
nand2_1: 7
mux2i_2: 6
nor4_4: 6
clkinv_2: 6
buf_16: 6
nand4b_1: 4
or4b_4: 4
nand3b_1: 4
nor3_1: 4
-- logic make-up (layout without fill, tap and decap cells) --
group           Yosys count  in the layout
compound gates           64             64
mux                     128            128
simple gates             85             85
buf+inv                  35            230
flops                   256            256
-- layer usage --
| layer | GRT usage (%) | wire length (um) | vias up |
|---|---|---|---|
| li1 | - | - | 2663 |
| met2 | 22.1 | 10900 | 229 |
| met1 | 20.2 | 9440 | 2856 |
| met4 | 5.06 | 930 | 0 |
| met5 | 0 | 0 | - |
| met3 | 7.35 | 2370 | 47 |
-- power by group --
part / total [uW] / switching [uW] / internal [uW]
logic: 772 / 395 / 376
registers: 5200 / 11.9 / 5190
clock network: 4130 / 1670 / 2460
-- critical path, stage by stage --
cell and delay [ns]:
buf_8 0.10, buf_8 0.13, buf_12 0.13, or4b_4 0.52
buf_12 0.16, buf_6 0.11, o22ai_4 0.20, nor4_4 0.07
nand2_1 0.09, buf_2 0.09
-- through the flow --
step	hold WS [ns]	area [um^2]	setup slack [ns]	util, %	TNS [ns]
after floorplan	0.559	10000	0.0124	-	0
after global placement	1.33	11600	-1.03	35.4	-20.40
after detailed placement	1.33	11600	-1.02	35.4	-20.17
after CTS	0.668	13500	-0.226	41.4	-1.46
after global routing	0.740	13700	-0.331	41.9	-2.05
final	0.743	13700	-0.245	41.9	-1.63
-- what timing repair did --
action,4_1_cts,5_1_grt
setup endpoints to repair,8,8
gates cloned,6,1
setup buffers,38,13
pin swaps,40,5
resized,177,7
No activity file was given, so power comes from the tool's default toggle rates.
